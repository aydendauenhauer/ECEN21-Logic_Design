==> design/flow/config.mk <==
export PLATFORM = sky130hd
export DESIGN_NAME = lab9
export DESIGN_NICKNAME = lab9
export VERILOG_FILES = /design/flow/design.v
export SDC_FILE = /design/flow/constraint.sdc
export NUM_CORES = 4
export LEC_CHECK = 1
export CORE_UTILIZATION = 40
==> design/flow/constraint.sdc <==
current_design lab9

set clk_period 7.7
set clk_io_pct 0.2

create_clock -name clk0 -period $clk_period [get_ports {CLOCK_50}]

set non_clock_inputs [all_inputs -no_clocks]
set_input_delay [expr $clk_period * $clk_io_pct] -clock clk0 $non_clock_inputs
set_output_delay [expr $clk_period * $clk_io_pct] -clock clk0 [all_outputs]
==> design/flow/design.v <==
module bin_7seg(BI_DIGIT,SEG);
	input [3:0] BI_DIGIT;
	output [6:0] SEG;
	reg [6:0] SEG;
	always @(BI_DIGIT)
	case (BI_DIGIT)
		4'h0: SEG = ~7'b0111111;
		4'h1: SEG = ~7'b0000110;
		4'h2: SEG = ~7'b1011011;
		4'h3: SEG = ~7'b1001111;
		4'h4: SEG = ~7'b1100110;
		4'h5: SEG = ~7'b1101101;
		4'h6: SEG = ~7'b1111101;
		4'h7: SEG = ~7'b0000111;
		4'h8: SEG = ~7'b1111111;
		4'h9: SEG = ~7'b1100111;
		4'ha: SEG = ~7'b1110111;
		4'hb: SEG = ~7'b1111100;
		4'hc: SEG = ~7'b1011000;
		4'hd: SEG = ~7'b1011110;
		4'he: SEG = ~7'b1111001;
		4'hf: SEG = ~7'b1110001;
	endcase
endmodule
module BCD_encoder_2_digit (val_in, tens_digit, ones_digit);
input [5:0] val_in;
output reg [3:0] tens_digit;
output reg [3:0] ones_digit;
always@(val_in)
begin
  if(val_in%10==0) ones_digit <= 4'b0000;
  else if(val_in%10==1) ones_digit <= 4'b0001;
  else if(val_in%10==2) ones_digit <= 4'b0010;
  else if(val_in%10==3) ones_digit <= 4'b0011;
  else if(val_in%10==4) ones_digit <= 4'b0100;
  else if(val_in%10==5) ones_digit <= 4'b0101;
  else if(val_in%10==6) ones_digit <= 4'b0110;
  else if(val_in%10==7) ones_digit <= 4'b0111;
  else if(val_in%10==8) ones_digit <= 4'b1000;
  else if(val_in%10==9) ones_digit <= 4'b1001;
  else ones_digit <= 4'b0000;
end
always@(val_in)
begin
  if(val_in<10) tens_digit <= 4'b0000;
  else if(val_in<20) tens_digit <= 4'b0001;
  else if(val_in<30) tens_digit <= 4'b0010;
  else if(val_in<40) tens_digit <= 4'b0011;
  else if(val_in<50) tens_digit <= 4'b0100;
  else if(val_in<60) tens_digit <= 4'b0101;
  else if(val_in<70) tens_digit <= 4'b0110;
  else tens_digit <= 4'b0000;
end	 
endmodule
module UpCounter_6bit(
	input Clock,
	input Reset,
	input CntEn,
	output reg [5:0] Count);
	always @(posedge Clock or posedge Reset) begin
		if(Reset == 1)
			Count <= 6'b000000;
		else begin	
			if(CntEn == 1) begin
				if(Count==6'b111111)
				   Count <= Count;
				else
					Count <= Count + 1;
			end
		end
	end
endmodule
module lab9(SW, LEDR,  CLOCK_50 ,KEY, HEX3, HEX2, HEX1 ,HEX0);
  input	CLOCK_50;			 
  input  [5:0] SW;			 
  input  [1:0] KEY;			 
  output [2:0] LEDR;			 
  output [6:0] HEX3,HEX2; 	 
  output [6:0] HEX1,HEX0;	 
  reg CLK_1Hz;					 
  wire RST;						 
  wire PR;						 
  wire cnt_en;					 
  wire [5:0] max_CNT;		 
  wire [5:0] CNT_out;		 
  wire [3:0] max_tens_digit;	 
  wire [3:0] max_ones_digit;	 
  wire [3:0] cur_tens_digit;	 
  wire [3:0] cur_ones_digit;	 
  assign RST = ~KEY[1];	 
  assign PR = ~KEY[0];	 
  integer clk_count = 0;
  parameter th = 50000000;	 
  parameter half_th = th/2;
  always@(posedge CLOCK_50 or posedge RST)
  begin
    if (RST == 1)
		begin
			clk_count = 0;
			CLK_1Hz = 0;
		end 
	 else
	   if(CLOCK_50 == 1)
			if(clk_count < half_th)
				begin
					CLK_1Hz = 1;
					clk_count = clk_count + 1;
				end
			else if(clk_count < th-1)
				begin
					CLK_1Hz = 0;
					clk_count = clk_count + 1;
				end
			else if(clk_count == th-1)
				begin
					CLK_1Hz = 0;
					clk_count = 0;
				end
  end
  assign LEDR[0] = CLK_1Hz;	 
  UpCounter_6bit	u1 (CLK_1Hz, RST, cnt_en, CNT_out);
  assign max_CNT = SW[5:0];
  lab9_fsm		u_fsm (CLK_1Hz, RST, PR, CNT_out, max_CNT, cnt_en, LEDR[2:1]);  
  BCD_encoder_2_digit	u2(max_CNT,max_tens_digit,max_ones_digit);
  bin_7seg			u3 (max_tens_digit,HEX3);
  bin_7seg			u4 (max_ones_digit,HEX2);
  BCD_encoder_2_digit	u5(CNT_out,cur_tens_digit,cur_ones_digit);
  bin_7seg			u6 (cur_tens_digit,HEX1);
  bin_7seg			u7 (cur_ones_digit,HEX0);
endmodule
module lab9_fsm (CLK, RST, PR, CNT, Max_Val, CntEn, S);
	input CLK, RST;			 
	input PR;					 
	input [5:0] CNT;			 
	input [5:0] Max_Val;		 
	output reg CntEn;			 
	output reg [1:0] S; 	 
	reg [1:0] S_star; 	 
	parameter [1:0] S_RUN=3'b00, S_PAUSED=3'b01, S_MAX=3'b10;
	always @(posedge CLK or posedge RST)
		if (RST == 1) S <= S_RUN;	 
		else S <= S_star;
	always@(S,PR, CNT, Max_Val)
	begin
	  case(S)
		 S_RUN:
			if (PR==1)
				S_star = S_PAUSED;
			else if (CNT >= Max_Val)
            S_star = S_MAX;
			else
            S_star = S_RUN;
		 S_PAUSED:
				if (PR == 1)
					S_star = S_RUN;
				else
					S_star = S_PAUSED;
		 S_MAX:
				if (CNT >= Max_Val)
					S_star = S_MAX;
				else
					S_star = S_RUN;
		 default:
				S_star = S_RUN;
	  endcase
end
always@(S, PR,CNT, Max_Val)
begin
	case(S)
		S_RUN:
			if (PR==1)
				CntEn = 1'b0;
			else if (CNT >= Max_Val)
            CntEn = 1'b0;
			else
            CntEn = 1'b1;
		S_PAUSED:
				if (PR == 1)
					CntEn = 1'b0;
				else
					CntEn = 1'b0;	 
		S_MAX:
				if (CNT >= Max_Val)
					CntEn = 1'b0;	
				else
					CntEn = 1'b1;	
		default:
			CntEn = 1'b0;
	endcase
end
endmodule
==> design/flow/run.sh <==
#!/bin/bash
# OpenROAD 26Q1-2900-gdf79404cd8, Yosys 0.63+post, stock flow scripts
make -C /OpenROAD-flow-scripts/flow DESIGN_CONFIG=/design/flow/config.mk WORK_HOME=/design/flow/orfs finish
==> results_dict.tcl <==
# metrics dict for downstream scripts
set metrics [dict create \
    run_status "complete, no violations" \
    timing.final.max_slew_violations 0 \
    critical_path.most_common_cell "sky130_fd_sc_hd__ha_1" \
    edf_count 0 \
    worstMarginPinSlew_ns 0.8558 \
    timing.setup.critical_path_class "input pin to output pin" \
    power_density_mw_per_mm2 93.22 \
    timing.rr.end "clk_count[17]" \
    async_reset_ff_frac 1.000 \
    finalWorstPathRequiredPeriod_ns 7.418 \
    chipHeight_um 106.9 \
    via_count 4260 \
    drt_first_iter_violations 257 \
    critical_path_required_ns 6.16 \
    fill_cells 1009 \
    num_io_pins 40 \
    clk_root_buffer_cell "sky130_fd_sc_hd__clkbuf_8" \
    unconstrained_endpoints 24 \
    ys_cells 557 \
    worstSkewPairLatency_ns 0.28 \
    cts_hold_buffers 0 \
    hold_violations 0 \
    core_box_area_mm2 0.01051 \
    globalplace.congestion 0.9061 \
    numCtsBuffers 5 \
    endpoint "HEX2[3]" \
    final.hold.worst_slack_ns 0.5025 \
    critical_path_peak_fanout 5 \
    drt_pass1_iterations 5 \
    dp_slack_ns 0.04400 \
    timing.critical_path.arrival_ns 5.88 \
    hold_path_class "flip-flop to flip-flop" \
    synth_flop_count 41 \
    htree_levels 2 \
    largest_net_degree_at_the_start_of_global_routing 42 \
    timing.critical_path.to_type "output pin" \
    syn_avg_cell_area_um2 7.896 \
    routed_via_density 5.852 \
    post_synth_inst_count 557 \
    post-place-cells 718 \
    grt_use_total 0.1861 \
    unclocked_pins 8 \
    clkTransAtPathRegs_ns 0.07 \
    stage_log_warnings 46 \
    worst_ir_drop_vdd_v 0.0001108 \
    die_area_mm2 0.01142 \
    power_leakage_nw 2.124 \
    die_x_um 106.9 \
    critical-path-slowest-cell "sky130_fd_sc_hd__clkdlybuf4s50_1" \
    detail_route.antenna_diodes 0 \
    avgRoutedWirePerCell_um 14.06 \
    io_buffer_count 39 \
    post-route-period-util 0.9633 \
    rows 37 \
    hpwlAfterDp_um 7499 \
    finalWorstSetupSlack_ns 0.2823 \
    overflow 0 \
    synthesis.yosys.warnings 5 \
    start_point_of_the_critical_path "SW[4]" \
    post-route-drc-count 0 \
    antenna_found_initial 0 \
    syn_area_mm2 0.004398 \
    synth_top_flop_cell "sky130_fd_sc_hd__dfrtp_1" \
    max_slew_margin 0.4260 \
    skew_ns 0.003989 \
    cts_max_path_buffers 2 \
    ys_seq_frac 0.2333 \
    routed_wirelength_um 10230 \
    antenna_left 0 \
    drv_cap 0 \
    final-instance-count-excl-fill 728 \
    yosysUniqueCellTypes 85 \
    fmaxAchievable_mhz 134.8 \
    r2r-start "clk_count[10]" \
    timing.critical_path.slowest_cell_delay_ns 0.47 \
    setup_viol 0 \
    grt_pass1_vias 3847 \
    floorplanUtilization 0.4185 \
    r2r_cells 8 \
    area_growth_syn_to_layout_pct 14.88 \
    yosysChipArea_mm2 0.004398 \
    cts_tree "yes" \
    final_layout_size_suffix_gt1_frac 0.09122 \
    worst_setup_path_start_kind "input pin" \
    timing.critical_path.cells "clkdlybuf4s50_1 -> or2_1 -> ha_1 -> nor2b_2 -> a21oi_2 -> nor2_2 -> xnor2_1 -> ha_1 -> a32oi_1 -> o32a_1 -> o22ai_2 -> nand2_2 -> nor2_4 -> o21ai_0 -> ha_1 -> inv_1 -> o311a_1 -> o21ai_0 -> clkdlybuf4s50_1" \
    grt_pass1_wl_um 17670 \
    reg2reg_slack_ns 4.89 \
]
## area by class of cell
type                       instances  area, um^2  area share
tap                              136       170.2     0.03368
inverter                          27       101.3     0.02006
clock buffer                       7       96.34     0.01907
multi-input combinational        464        3171      0.6275
timing repair buffer              52       483.0     0.09559
clock inverter                     1       5.005   0.0009906
sequential                        41        1026      0.2031
## placed cells by master (no fill, tap or decap), drive strengths merged, types with 8 or more instances in the layout
cell / instances
buf: 14
o21ai: 33
a21o: 10
nand4: 9
a221o: 8
nand3: 24
and2: 10
and3: 10
a211oi: 12
dfrtp: 41
clkdlybuf4s50: 38
nor2: 48
inv: 26
nor4: 9
o211ai: 12
ha: 36
o31ai: 9
xnor2: 15
nand2: 51
a21oi: 32
nand2b: 12
nor3: 21
## cells by family (layout without fill, tap and decap cells)
family | Yosys count | count (layout) | share of synthesized area
muxes | 5 | 5 | 0.01138
adders and majority gates | 37 | 37 | 0.1047
xor gates and xnor gates | 22 | 22 | 0.04381
DFF | 41 | 41 | 0.2333
and+or+nand+nor | 225 | 225 | 0.2637
buffers and inverters | 52 | 87 | 0.05149
AOI/OAI and AO/OA | 175 | 175 | 0.2916
## cell usage after synthesis (4+ instances only)
cell / instances / area, um^2
sky130_fd_sc_hd__o211ai_1: 9 / 67.56
sky130_fd_sc_hd__a31oi_1: 4 / 25.02
sky130_fd_sc_hd__ha_1: 36 / 450.4
sky130_fd_sc_hd__o31ai_1: 7 / 52.55
sky130_fd_sc_hd__a211oi_1: 12 / 90.09
sky130_fd_sc_hd__nand3_1: 24 / 120.1
sky130_fd_sc_hd__nand4_1: 9 / 56.30
sky130_fd_sc_hd__o21a_1: 4 / 30.03
sky130_fd_sc_hd__a21o_1: 10 / 75.07
sky130_fd_sc_hd__xnor2_1: 15 / 131.4
sky130_fd_sc_hd__clkbuf_1: 6 / 22.52
sky130_fd_sc_hd__nand2_1: 51 / 191.4
sky130_fd_sc_hd__nand2b_1: 12 / 75.07
sky130_fd_sc_hd__and3_1: 10 / 62.56
sky130_fd_sc_hd__o21bai_1: 4 / 30.03
sky130_fd_sc_hd__mux2i_1: 5 / 50.05
sky130_fd_sc_hd__and2_1: 9 / 56.30
sky130_fd_sc_hd__nor2b_1: 6 / 37.54
sky130_fd_sc_hd__inv_1: 24 / 90.09
sky130_fd_sc_hd__nor3_1: 20 / 100.1
sky130_fd_sc_hd__a221o_1: 8 / 80.08
sky130_fd_sc_hd__nor4_1: 8 / 50.05
sky130_fd_sc_hd__o21ai_0: 31 / 155.2
sky130_fd_sc_hd__a21oi_1: 32 / 160.2
sky130_fd_sc_hd__nor2_1: 45 / 168.9
sky130_fd_sc_hd__buf_2: 13 / 65.06
sky130_fd_sc_hd__xor2_1: 7 / 61.31
sky130_fd_sc_hd__dfrtp_1: 41 / 1026
sky130_fd_sc_hd__nand3b_1: 4 / 30.03
## worst min-delay path by stage
stage                          from       endpoint  depth (start not counted)
after CTS             clk_count[27]  clk_count[27]                          1
after global routing  clk_count[29]  clk_count[29]                          1
final                 clk_count[27]  clk_count[27]                          1
## routing by layer
metal / global-route usage / routed length [um] / vias up
li1: - / - / 2155
met1: 0.2829 / 4993 / 1997
met2: 0.3083 / 4733 / 97
met3: 0.01426 / 432 / 11
met4: 0.01174 / 75 / 0
met5: 0 / 0 / -
## power by group
part | switching, W | total, W | internal [W] | leakage (nW)
Clock | 0.0000623 | 0.000143 | 0.0000807 | 0.0542
Combinational | 0.0000782 | 0.000155 | 0.0000763 | 1.53
Sequential | 0 | 0.000173 | 0.000173 | 0.543
## stage by stage
stage	utilization	TNS [ns]	total power, W	area, um^2
2_1_floorplan	-	0	0.0002641	4398
3_3_place_gp	0.4673	0	0.0003229	4911
3_5_place_dp	0.4673	0	0.0003237	4911
5_1_grt	0.4808	-0.0008926	0.0004994	5052
4_1_cts	0.4770	0	0.0004682	5012
6_report	0.4808	0	0.0004710	5052
## registers in the layout, summed over array words and instances (netlist names)
| name | cells |
|---|---|
| clk_count | 32 |
| u1.Count | 6 |
| CLK_1Hz | 1 |
| u_fsm.S | 2 |
## worst max-delay path, delay by kind of cell
kind	cells	cell delay [ns]
AND-OR/OR-AND	7	1.50
XOR/XNOR	1	0.21
adder cells (fa/ha/maj)	3	0.96
buffers and inverters	3	0.95
AND/OR/NAND/NOR	5	0.70
## timing repair
action / CTS / global route
endpoints found under the setup margin: 0 / 5
buffers inserted: 0 / 2
gates resized: 0 / 7
Power and IR drop assume default switching activity.
