$ cat design.v
module lab8 (Clock, Reset, N, D, O, C, S);
input Clock, Reset;  
input N, D;  
output reg O, C;  
output reg [2:0] S;  
reg [2:0] S_star;  
parameter [2:0] S0=3'b000, S5=3'b001, S10=3'b010, S15=3'b100, S20=3'b101;
always @(posedge Reset, posedge Clock)
	if (Reset == 1) S <= 3'b000;  
	else S <= S_star;
always@(S,N,D)
begin
	case(S)
		S0:
			if (N==0 && D==0) S_star = S0;
				else if (N==0 && D==1) S_star = S10;
				else if (N==1 && D==0) S_star = S5;
				else S_star = S0;
		S5:
			if (N==0 && D==0) S_star = S5;
				else if (N==0 && D==1) S_star = S15;
				else if (N==1 && D==0) S_star = S10;
				else S_star = S5;
		S10:
			if (N==0 && D==0) S_star = S10;
				else if (N==0 && D==1) S_star = S20;
				else if (N==1 && D==0) S_star = S15;
				else S_star = S10;
		S15:
			if (N==0 && D==0) S_star = S0;
				else S_star = S15;
		S20:
			if (N==0 && D==0) S_star = S0;
				else S_star = S20;
		default:
			S_star = S0;
	endcase
end
always@(S)
begin
	case(S)
		S0:
		begin
			O = 0;
			C = 0;
		end
		S5:
		begin
			O = 0;
			C = 0;
		end
		S10:
		begin
			O = 0;
			C = 0;
		end
		S15:
		begin
			O = 1;
			C = 0;
		end
		S20:
		begin
			O = 1;
			C = 1;
		end
		default:
		begin
			O = 0;
			C = 0;
		end
	endcase
end
endmodule
$ cat constraint.sdc
current_design lab8

set clk_period 1.2
set clk_io_pct 0.2

create_clock -name clk0 -period $clk_period [get_ports {Clock}]

set non_clock_inputs [all_inputs -no_clocks]
set_input_delay [expr $clk_period * $clk_io_pct] -clock clk0 $non_clock_inputs
set_output_delay [expr $clk_period * $clk_io_pct] -clock clk0 [all_outputs]
$ cat config.mk
export PLATFORM = sky130hd
export DESIGN_NAME = lab8
export DESIGN_NICKNAME = lab8
export VERILOG_FILES = /design/flow/design.v
export SDC_FILE = /design/flow/constraint.sdc
export NUM_CORES = 4
export LEC_CHECK = 1
export CORE_AREA = 10 10 70 70
export DIE_AREA = 0 0 80 80
$ cat run.sh
#!/bin/bash
# OpenROAD 26Q1-2900-gdf79404cd8, Yosys 0.63+post, stock flow scripts
make -C /OpenROAD-flow-scripts/flow DESIGN_CONFIG=/design/flow/config.mk WORK_HOME=/design/flow/orfs finish
==> Slide: Implementation Results <==
Run Summary

Run status
  • Status: finished with violations
  • Failing checks: setup timing

Global route
  • Via count of the first global-routing pass: 264
  • Number of antenna violations at the first check in global routing: 0
  • Global-route wire length before repair: 1.152 mm
  • Total routing usage reported by global routing: 2.224%
  • Pin count of the biggest net entering global routing: 8
  • Final global-route overflow total: 0

Pwr
  • Maximum vdd drop: 380.9 uV
  • Leak pwr: 0.2336 nW
  • P per Cell Area: 2010 nW/um^2
  • Power consumption: 0.0009708 W

Drt
  • Average wire per standard cell: 7.830 um
  • Overall via count from detail_route: 245
  • Number of detailed-routing iterations run before antenna repair: 2
  • Number of vias per cell: 2.784
  • Total Routed Length: 689 um
  • Count of unresolved DRC violations after routing: 0
  • Number of nets with antenna violations after detailed routing: 0
  • Final antenna diode count: 0
  • Number of DRC markers after the initial detailed-route iteration: 16

Cells and area
  • Largest registers ranked by flip-flop count: S: 3 flops
  • Area Overhead vs Synth: 88.29%
  • Flip-flop count of the largest register after layout: 3
  • Share of layout cells above drive strength 1: 47.62%
  • Post-Layout Cell Count: 88
  • Post-Layout Inst Area: 483.0 um^2
  • Fillcell total: 397
  • Largest reg by FF count: S

Synthesis
  • Gate count of the mapped netlist: 24
  • Mapped Area: 256.5 um^2
  • Total of warnings raised by yosys: 1
  • Biggest area contributors in the synthesized netlist: dfrtp_1 (29%), ha_1 (15%), and4bb_2 (9.8%), a211o_1 (6.8%), mux2_4 (5.9%)
  • Post-synthesis cell type count: 14
  • Post-synthesis area per instance: 10.69 um^2
  • Post-synthesis sequential area ratio: 29.27%
  • Synth top area share: 29.27%
  • Total cell area reported by yosys after synthesis: 256.5 um^2
  • Ys flops: 3
  • Ys cells: 24
  • Post-synth top area cell: dfrtp_1

Timing
  • Worst Skew: 0.0006355 ns
  • Number of failing hold endpoints at the final stage: 0
  • Slew at the pin closest to its max-slew limit: 0.3135 ns
  • Post-route fraction of the period consumed by the critical path: 107.2%
  • Achievable Freq: 777.6 MHz
  • Normalized max-slew margin: 78.81%
  • Post-Route Hold Slack: 0.1707 ns
  • Final Worst Setup Slack: -0.08599 ns
  • RSZ-0062 raised after global routing: yes
  • Crit path time final: 1.286 ns
  • Setup violations, final: 3
  • Final Max Tran Viols: 0

Die
  • Number of standard-cell rows in the floorplan: 21
  • Die Wd: 80 um
  • Chip height: 80 um
  • Effective utilization at floorplan: 7.509%
  • Placeable Area: 3416 um^2
  • Die area: 6400 um^2
  • # IOs: 9

Placement
  • Final HPWL DP: 507.3 um
  • Port buffer count: 8
  • Setup WS pre-CTS: -0.4855 ns
  • Instance area at placement: 405.4 um^2
  • Final weighted congestion in routability-driven placement: 0.6946
  • Placed Cells incl. Taps: 80

Clocking
  • Total CTS buffers: 3
  • CTS tree: yes
  • Clock root buffer: clkbuf_4
  • Clock transition at the register clock pins on the worst setup and hold paths after CTS: 0.04 ns
  • Count of hold buffers inserted by post-cts repair: 0
  • Skew-Pair Late Insertion Delay: 0.24 ns
  • Number of clock sinks: 3
  • Htree depth: 1
  • Maximum number of buffers from clock root to sink: 2

Setup path
  • Arrival time of the worst setup path: 1.40 ns
  • Crit-path cells: buf_6 -> buf_6 -> mux2_4 -> a211o_1
  • Cell type with the highest occurrence count on the critical path: buf_6
  • Largest stage delay on the critical path: 0.38 ns
  • Max stage delay cell, worst path: dfrtp_1
  • Critical path capture point type: flip-flop
  • Crit path max fanout: 6
  • Data required time of the critical path: 1.31 ns
  • Startpoint class of the critical path: flip-flop
  • Critical path type: reg -> reg

Job
  • Number of warning messages in the logs: 29
  • Max-cap violations: 0

Worst hold path
  • Class of the tightest hold or removal check: in -> async
## logic make-up (layout without fill, tap and decap cells)
group | after synthesis | count (layout) | synth area share [%]
AND/OR/NAND/NOR | 10 | 10 | 31.22
buffers and inverters | 4 | 22 | 8.780
flip-flops | 3 | 3 | 29.27
multiplexers | 1 | 1 | 5.852
adder cells (fa/ha/maj) | 3 | 3 | 14.64
AND-OR/OR-AND | 3 | 3 | 10.25
## power breakdown
| part | total (W) | internal (W) | leakage (nW) | switching, W |
|---|---|---|---|---|
| Clock | 0.000183 | 0.000125 | 0.0150 | 0.0000580 |
| Sequential | 0.000179 | 0.000153 | 0.0389 | 0.0000261 |
| Combinational | 0.000609 | 0.000393 | 0.180 | 0.000216 |
| Total | 0.000971 | 0.000671 | 0.234 | 0.000300 |
## cells in the final DEF (no fill, tap or decap)
cell type and instances:
buf_6 4, dfrtp_1 3, inv_1 3, clkbuf_4 3, dlygate4sd2_1 3, buf_4 3
nor2_1 2, and4bb_2 2, a211o_1 2, buf_2 2, and2b_1 1, and2_1 1
and2_4 1, nand4bb_1 1, o41ai_2 1, mux2_4 1, nor4b_1 1, nor3b_1 1
ha_4 1, ha_1 1, ha_2 1, clkbuf_1 1, clkdlybuf4s50_1 1, clkbuf_2 1
clkdlybuf4s15_1 1
## repair_timing
action | 4_1_cts | 5_1_grt
setup buffers | 4 | 0
pin swaps | 2 | 0
setup endpoints to repair | 8 | 6
resized | 18 | 4
hold endpoints to repair | 0 | 0
## path summary, 6_finish.rpt
check                      startpoint    to  slack [ns]  depth (start not counted)
setup / recovery                 S[1]  S[0]       -0.09                          4
hold / removal                  Reset  S[0]        0.17                          2
setup reg to reg                 S[1]  S[0]       -0.09                          4
hold reg to reg                  S[0]  S[1]        0.67                          3
max in group asynchronous       Reset  S[1]        0.91                          2
min in group clk0                   N  S[1]        0.62                          4
## per-stage QoR
stage	TNS, ns	utilization [%]
2_1_floorplan	0	-
3_3_place_gp	-1.579	11.87
3_5_place_dp	-1.651	11.87
4_1_cts	-0.1974	13.77
5_1_grt	-0.3296	14.14
6_report	-0.1534	14.14
## metal layers
layer	global-route usage, %	share of wire, %	vias to the layer above
li1	-	-	122
met1	2.661	43	107
met2	2.809	36	14
met3	1.818	17	2
met4	0.8803	3.9	0
met5	0	0	-
## area by class of cell
class / count / area [um^2] / share of cell area [%]
multi-input cells: 17 / 183.9 / 38.08
flip-flops and latches: 3 / 75.07 / 15.54
repair buffers: 15 / 128.9 / 26.68
clock buffers: 4 / 26.28 / 5.440
well taps: 46 / 57.56 / 11.92
inverters: 3 / 11.26 / 2.332
## critical path, delay by kind of cell (launching register included)
family          cells  cell delay [ns]
flops               1             0.38
mux                 1             0.29
compound gates      1             0.26
buf+inv             2             0.24
## synth_stat cells
cell	number
dfrtp_1	3
ha_1	3
inv_1	3
a211o_1	2
and2_1	2
and4bb_2	2
nor2_1	2
and2b_1	1
buf_6	1
mux2_4	1
nand4bb_1	1
nor3b_1	1
nor4b_1	1
o41ai_1	1
Power figures rest on the tool's default switching activity, not on a simulated workload.
